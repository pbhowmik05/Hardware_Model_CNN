$ cat /design/flow/run.sh
#!/bin/bash
# OpenROAD 26Q1-2900-gdf79404cd8, Yosys 0.63+post, stock flow scripts
make -C /OpenROAD-flow-scripts/flow DESIGN_CONFIG=/design/flow/config.mk WORK_HOME=/design/flow/orfs finish
$ cat /design/flow/config.mk
export PLATFORM = sky130hd
export DESIGN_NAME = mxPL
export DESIGN_NICKNAME = mxPL
export VERILOG_FILES = /design/flow/design.v
export SDC_FILE = /design/flow/constraint.sdc
export NUM_CORES = 4
export LEC_CHECK = 1
export CORE_UTILIZATION = 50
$ cat /design/flow/design.v
`timescale 1ns / 1ps
module mxPL#(parameter W=8,L=6)(
input clk, rst,
input [3:0] ry1,ry2,ry3,ry4,
input [2:0] c_cnt1,c_cnt2,c_cnt3, c_cnt4,
input [7:0] conv1,conv2,conv3,conv4,
output reg [L*W-1:0] Max);
 reg begn, begn1;   
 reg [W-1:0] r1[23:0];   
    always @(posedge clk) begin
       if(ry1==1) r1[c_cnt1] <= conv1;
       if(ry2==1) r1[6+c_cnt2] <= conv2;
       if(ry3==1) r1[12+c_cnt3] <= conv3;
       if(ry4==1) r1[18+c_cnt4] <= conv4;
       if(c_cnt4==3'b110) begn<=1; else begn<=0;
       begn1<= begn;
    end
    reg[2:0]mm;
    always@(posedge clk) begin
        if(begn1==1) begin
            for(mm=0; mm<=5; mm=mm+1) begin
                r1[mm+0] <= (r1[mm+0]>r1[mm+6])? r1[mm+0]: r1[mm+6];
                r1[mm+12] <= (r1[mm+12]>r1[mm+18])? r1[mm+12]: r1[mm+18];
                r1[mm+0] <= (r1[mm+0]>r1[mm+12]) ? r1[mm+0]: r1[mm+12];
            end
            Max<={r1[0],r1[1],r1[2],r1[3],r1[4],r1[5]};
        end       
    end
endmodule
$ cat /design/flow/constraint.sdc
current_design mxPL

set clk_period 6.5
set clk_io_pct 0.2

create_clock -name clk0 -period $clk_period [get_ports {clk}]

set non_clock_inputs [all_inputs -no_clocks]
set_input_delay [expr $clk_period * $clk_io_pct] -clock clk0 $non_clock_inputs
set_output_delay [expr $clk_period * $clk_io_pct] -clock clk0 [all_outputs]
==> results.cfg <==
; physical design summary
[synthesis]
syn_avg_cell_area_um2 = 11.3
synthTopCellsByArea = edfxtp_1 (51%), ha_1 (11%), mux2i_1 (7.8%), mux2_2 (4.8%), nand2_1 (3.5%)
ys_dominant_reg_cell = edfxtp_1
ys_async_sr_fraction = 0
synth_cell_type_count = 43
synth_stat.cells = 997
synth-seq-cells = 194
synth_top_area_share = 0.511
synth_area_mm2 = 0.0113
yosysChipArea_mm2 = 0.0113
largest_area_cell = edfxtp_1
synth_seq_share = 0.515
synth_cells = 997
edf_count = 192
yosysWarnings = 1

[power_and_ir_drop]
swShare = 0.224
share_comb_of_total_power = 0.074
pwr-share-clk = 0.413
p_int_uw = 2130
p_seq_frac = 0.512
leakagePower_uw = 0.00515
ir_worst_vdd_mv = 0.164
power.density_mw_per_mm2 = 206
p_switching_uw = 615

[critical_path]
rr_endpoint = r1[1][4]
cp-start-kind = input pin
cp.required_ps = 6630
crit_arrival_ps = 3810
reg2reg_depth = 5
r2r_slack_ps = 4140
rr_startpoint = begn1
critPathKind = input pin to flip-flop
cp-end-kind = flip-flop
crit_fanout = 17
startpoint = c_cnt2[1]

[sta]
setup_ws_ps = 2820
tightestPinTransition_ps = 913
tns_ps = 0
drv_slew = 0
slew_headroom = 0.388
skew_ps = 12.7
fin_crit_sh = 0.566
grt_setup_unrepaired = false
fmax_mhz = 272
min_period_ps = 3680
hold_viol = 0
setup_viol = 0

[floorplan]
die_area_mm2 = 0.0232
rows = 54
fp-utilization = 0.513
io_pins = 110
core_area_mm2 = 0.0220
die_h_um = 152
fp.dieW_um = 152

[clock_tree]
cts_hold_buf = 0
cts-htree-levels = 4
cts.clk_slew.worst_paths_ps = 70
worstSkewPairLatency_ps = 430
numCtsBuffers = 17
cts_buffer_depth = 2
cts_resized = 0
postCtsSetupRepairBufs = 0
root_buffer = clkbuf_16
clkSinkCount = 194
cts_tree = built

[global_route]
grt_overflow = 0
antenna_found_initial = 0
first_global_vias = 7435
grt_pass1_wl_mm = 44.3
grt_max_degree = 43
gr-usage-all-layers = 0.278

[route]
drtPass1Iterations = 23
drt-initial-drc-count = 445
post-route-drc-count = 0
via_count = 7716
wire_per_inst_um = 20.8
ant_nets = 0
n_antenna_cell = 0
wirelength_mm = 29.0
vias_per_cell = 5.54

[run]
warning_count = 27
drv_cap = 0

[placement]
dp.final_hpwl_mm = 19.8
numPortBuffers = 108
globalplace.congestion = 0.892
dpl_worst_slack_ps = 2450

[cells_and_area]
drive_above_1_share = 0.108
areaGrowthSynthToFinish_pct = 18.1

[worst_hold_path]
min-delay-start = begn
hold_path_class = flip-flop to flip-flop
hold_end = begn1
whs_path_depth = 0

[run_status]
status = finished clean
==> how the worst max path moves through the flow <==
| stage | to | slack (ps) | cells after the start |
|---|---|---|---|
| after CTS | r1[1][4] | 2860 | 7 |
| after global routing | r1[1][4] | 2670 | 7 |
| final | r1[1][4] | 2820 | 7 |
==> power groups by stage <==
stage         Combinational (µW)  Sequential, µW  Clock [µW]
global route                 223            1410        1210
finish                       205            1410        1140
CTS                          205            1410        1150
==> kinds of logic after synthesis <==
family                   share of synthesized area
adder cells (fa/ha/maj)                      0.110
multiplexers                                 0.126
flip-flops                                   0.515
AND/OR/NAND/NOR                              0.114
AND-OR/OR-AND                               0.0829
buffers and inverters                       0.0524
==> cell usage after synthesis, types with 3 or more instances <==
cell type	n
or4_1	9
mux2i_1	88
nor3_2	3
or4b_1	3
o21bai_1	3
a21oi_1	37
a21o_1	3
nor2b_1	16
nor4b_1	3
nand4_1	16
o21ai_1	28
buf_2	7
or3_1	5
nand2b_1	4
nor2_2	3
edfxtp_1	192
a2111oi_0	9
nand2_1	106
ha_1	99
o21ai_0	40
clkbuf_1	34
nor2_1	44
a31oi_1	8
a21oi_2	8
nor3_1	14
a211oi_1	12
inv_1	105
nand3_1	22
o211ai_1	9
mux2_2	48
==> cell type report <==
cell class,count,area [µm²]
inverters,106,398
clock buffers,18,429
multi-input cells,652,4880
flip-flops and latches,194,5810
fillers,1755,8640
clock inverters,14,200
well taps,280,350
repair buffers,130,1250
==> placed cells by master, fill, tap and decap left out, types with 3 or more instances in the layout <==
cell type,Yosys,layout
nand2b_1,4,4
nor3_1,14,13
nand3_1,22,22
or4b_1,3,3
buf_4,0,22
a31oi_1,8,8
nor2b_1,16,16
nor4b_1,3,3
mux2i_1,88,88
nand2_1,106,106
inv_6,0,3
nor3_2,3,4
o21ai_1,28,28
a21oi_2,8,8
or3_1,5,5
mux2_2,48,48
a21oi_1,37,37
nand4_1,16,16
a21o_1,3,3
inv_1,105,105
o21ai_0,40,40
a2111oi_0,9,9
o21bai_1,3,3
clkbuf_16,0,17
nor2_2,3,3
bufinv_16,0,4
edfxtp_1,192,192
o211ai_1,9,9
a211oi_1,12,12
or4_1,9,9
clkdlybuf4s50_1,0,108
nor2_1,44,44
ha_1,99,99
==> state kept, by name, summed over array words and instances, names as in the netlist <==
name   flops
Max       48
r1       144
begn       1
begn1      1
==> metal layers <==
layer  part of all wire  vias to the layer above  global-route usage
li1                   -                     3840                   -
met1               0.43                     3526               0.428
met2               0.42                      313               0.386
met3               0.12                       37               0.127
met4              0.027                        0              0.0617
met5                  0                        -                   0
==> through the flow <==
stage	std cells	hold slack (ps)	total power [µW]	utilization	cell area [µm²]
after floorplan	997	310	1520	-	11300
after global placement	1362	313	1640	0.578	12700
after detailed placement	1362	318	1640	0.578	12700
after CTS	1394	338	2760	0.606	13300
after global routing	1394	339	2840	0.606	13300
final	1394	333	2750	0.606	13300
==> worst max-delay path, stage by stage <==
cell	delay, ps
clkdlybuf4s50_1	680
inv_1	140
ha_1	320
nand2_1	160
or3_1	540
o21ai_0	150
or3_1	510
Power is estimated from default activity; no workload was simulated.
