===== design/flow/run.sh =====
#!/bin/bash
# OpenROAD 26Q1-2900-gdf79404cd8, Yosys 0.63+post, stock flow scripts
make -C /OpenROAD-flow-scripts/flow DESIGN_CONFIG=/design/flow/config.mk WORK_HOME=/design/flow/orfs finish

===== design/flow/config.mk =====
export PLATFORM = sky130hd
export DESIGN_NAME = systolic
export DESIGN_NICKNAME = systolic
export VERILOG_FILES = /design/flow/design.v
export SDC_FILE = /design/flow/constraint.sdc
export NUM_CORES = 4
export LEC_CHECK = 1
export CORE_UTILIZATION = 30

===== design/flow/constraint.sdc =====
current_design systolic

set clk_period 4.3
set clk_io_pct 0.2

create_clock -name clk0 -period $clk_period [get_ports {clk}]

set non_clock_inputs [all_inputs -no_clocks]
set_input_delay [expr $clk_period * $clk_io_pct] -clock clk0 $non_clock_inputs
set_output_delay [expr $clk_period * $clk_io_pct] -clock clk0 [all_outputs]

===== design/flow/design.v =====
`timescale 1ns / 1ps
module systolic#(parameter W=8,pix=5*5)(
input clk, rst, start,
input [4:0] select,
input [7:0] ID, counter_val,
input [7:0] indata,
output [7:0]bypass, 
output reg [7:0] img);
reg[W-1:0] img0,img_0, img1, img2, img3, img4, img32, img33, img34, img35, img36, img64, img65, img66, img67, img68, img96, img97, img98, img99, img100, img128, img129, img130, img131, img132;
assign bypass = indata;
always @(select, img0, img1, img2, img3, img4, img32, img33, img34, img35, img36, img64, img65, img66, img67, img68, img96, img97, img98, img99, img100, img128, img129, img130, img131, img132) begin
if(select==0) img<=img0;
else if(select==1) img<=img1;
else if(select==2) img<=img2;
else if(select==3) img<=img3;
else if(select==4) img<=img4;
else if(select==5) img<=img32;
else if(select==6) img<=img33;
else if(select==7) img<=img34;
else if(select==8) img<=img35;
else if(select==9) img<=img36;
else if(select==10) img<=img64;
else if(select==11) img<=img65;
else if(select==12) img<=img66;
else if(select==13) img<=img67;
else if(select==14) img<=img68;
else if(select==15) img<=img96;
else if(select==16) img<=img97;
else if(select==17) img<=img98;
else if(select==18) img<=img99;
else if(select==19) img<=img100;
else if(select==20) img<=img128;
else if(select==21) img<=img129;
else if(select==22) img<=img130;
else if(select==23) img<=img131;
else if(select==24) img<=img132;   
else img<=0;
end
    always@(posedge clk) begin
        if(counter_val==8'b11111111)
        if(counter_val+1 == ID+6)  img0<=indata;   
        if(counter_val+1 == ID+1)  img1<=indata;
        if(counter_val+1 == ID+2)  img2<=indata;
        if(counter_val+1 == ID+3)  img3<=indata;
        if(counter_val+1 == ID+4)  img4<=indata;
        if(counter_val+1 == ID+5)  img_0<=indata;
        if(counter_val-1 == ID+32)  img32<=indata;
        if(counter_val-1 == ID+33)  img33<=indata;
        if(counter_val-1 == ID+34)  img34<=indata;
        if(counter_val-1 == ID+35)  img35<=indata;
        if(counter_val-1 == ID+36)  img36<=indata;  
        if(counter_val-1 == ID+64)  img64<=indata;   
        if(counter_val-1 == ID+65)  img65<=indata;
        if(counter_val-1 == ID+66)  img66<=indata;
        if(counter_val-1 == ID+67)  img67<=indata;
        if(counter_val-1 == ID+68)  img68<=indata;
        if(counter_val-1 == ID+96)  img96<=indata;
        if(counter_val-1 == ID+97)  img97<=indata;
        if(counter_val-1 == ID+98)  img98<=indata;
        if(counter_val-1 == ID+99)  img99<=indata;
        if(counter_val-1 == ID+100) img100<=indata;            
    end
endmodule

==> GITHUB_STEP_SUMMARY <==
## PnR job results

| Metric | Value |
|---|---|
| Leakage power total | `0.00366 uW` |
| Fin worst setup slack | `207 ps` |
| Antenna fix cells | `0` |
| Max-slew violation total from the final report | `0` |
| Area added between synthesis and finish | `21.7%` |
| Placed cell count | `between 1000 and 1500` |
| Hold buffer count at CTS | `0` |
| Share of the core filled by cells before placement | `between 30% and 40%` |
| Area of the synthesized netlist per yosys stat | `0.00905 mm2` |
| Overall die height | `between 150 and 200 um` |
| DRC violations left | `0` |
| Number of iterations in the first detailed-routing pass | `5` |
| Deepest level of the CTS H-tree | `4` |
| Leading cell type in the layout, fill and taps excluded | `sky130_fd_sc_hd__edfxtp_1` |
| Max capacitance violation total | `0` |
| ANT nets after route | `0` |
| Clock tree sinks | `roughly 160` |
| Core Area | `~0.030 mm2` |
| Vias in the first global route | `about 6600` |
| Mean area per synthesized cell | `roughly 12 um2` |
| Number of enable-type register cells in the synthesized netlist | `approximately 160` |
| CTS tree | `yes` |
| Kind of start point of the critical path | `input pin` |
| CTS Root Buffer Type | `sky130_fd_sc_hd__clkbuf_16` |
| Type of the worst min-delay path | `in2reg` |
| Share of cells above drive strength 1 | `between 15 and 20%` |
| Die Footprint | `a little over 0.03 mm2` |
| Worst Max-Slew Pin Slew | `723 ps` |
| I/O pin total | `approximately 48` |
| DRC marker count from the first detailed-route iteration | `between 400 and 500` |
| Unrepaired setup endpoints after global routing | `no` |
| Aggregate global-route resource usage | `approximately 17%` |
| Maximum net fanout on the critical path | `7` |
| Yosys Instances | `between 700 and 800` |
| Time the worst path needs with I/O delays and setup | `around 4000 ps` |
| Half-perimeter wire length after placement | `about 17000 um` |
| Commonest cells after routing, fill and taps aside | `sky130_fd_sc_hd__edfxtp_1 (160), sky130_fd_sc_hd__buf_4 (81), sky130_fd_sc_hd__nand2_1 (63)` |
| Maximum buffer depth of the clock tree | `2` |
| Wire per inst | `between 15 and 20 um` |
| Peak ir drop on the vdd network | `0.251 mV` |
| Setup total negative slack | `0 ps` |
| Upper clock frequency limit | `0.244 GHz` |
| Required time worst endpoint | `between 3000 and 4000 ps` |
| Synth Warn # | `41` |
| Number of different library cells in the post-synthesis netlist | `between 70 and 80` |
| Worst-path clk slew | `~70 ps` |
| PwrDens | `approximately 350 mW/mm2` |
| Setup violations, final | `0` |
| Total number of placement rows | `between 60 and 70` |
| Kind of end point of the critical path | `primary output` |
| Critical path arrival | `between 3000 and 4000 ps` |
| Placer's final routability congestion estimate | `0.931` |
| Seq share, synth | `a little over half` |
| Final worst-path cycle share | `around 95%` |
| Crit path kind | `in2out` |
| Die X | `176 um` |
| Worst setup endpoint | `img[1]` |
| Post-synth regs | `160` |
| Post-synthesis cell area | `just over 0.009 mm2` |
| Total clock buffers created by CTS | `17` |
| Place WS | `around 46 ps` |
| Async set-or-reset flop fraction in the synthesized netlist | `0%` |
| Count of mapped cells out of synthesis | `around 780` |
| Setup crit start | `select[4]` |
| Ys flop type | `sky130_fd_sc_hd__edfxtp_1` |
| Initial antenna violation count | `0` |
| Tightest slew margin relative to the limit | `51.7%` |
| Buffers inserted by post-CTS timing repair | `0` |
| IO buf count | `roughly 45` |
| Tool warnings | `37` |
| Outcome | `finished, final reports clean` |
| Final hold viol count | `0` |
| Count of placed standard cells in the final layout, fillers left out | `~1300` |
| Wire length of the first global-routing pass | `between 30000 and 40000 um` |
| Sum of routed wire length over all layers | `24200 um` |
| Largest net degree at the start of global routing | `36` |
| Vias post-DR | `between 6000 and 7000` |
| Vias per cell | `roughly 5.1` |
| Total grt overflow | `0` |
## timing repair
item,4_1_cts,5_1_grt
endpoints found under the setup margin,0,3
resized,0,4
hold endpoints to repair,0,0
## logic make-up (layout without fill, tap and decap cells)
family	after synthesis	in the layout	synth area share [%]
XOR/XNOR	73	73	8.60
adder cells (fa/ha/maj)	16	16	2.21
buffers and inverters	71	176	3.58
AND-OR/OR-AND	184	184	13.4
flip-flops	160	160	53.1
AND/OR/NAND/NOR	238	238	13.7
multiplexers	39	39	5.39
## cell type report
class / count / area [um2]
Sequential cell: 160 / 4800
Timing Repair Buffer: 128 / 1090
Clock buffer: 17 / 425
Inverter: 16 / 60.1
Tap cell: 390 / 488
Fill cell: 2875 / 18600
Clock inverter: 15 / 159
Multi-Input combinational cell: 550 / 3990
## cell usage after synthesis (12+ instances only)
| cell type | n | area [um2] |
|---|---|---|
| sky130_fd_sc_hd__nor2b_1 | 12 | 75.1 |
| sky130_fd_sc_hd__xor2_1 | 17 | 149 |
| sky130_fd_sc_hd__nand3_1 | 25 | 125 |
| sky130_fd_sc_hd__edfxtp_1 | 160 | 4800 |
| sky130_fd_sc_hd__xnor2_1 | 44 | 385 |
| sky130_fd_sc_hd__mux2i_1 | 15 | 150 |
| sky130_fd_sc_hd__clkbuf_1 | 22 | 82.6 |
| sky130_fd_sc_hd__o21ai_0 | 36 | 180 |
| sky130_fd_sc_hd__a21oi_1 | 54 | 270 |
| sky130_fd_sc_hd__nor2_1 | 39 | 146 |
| sky130_fd_sc_hd__ha_1 | 16 | 200 |
| sky130_fd_sc_hd__buf_2 | 13 | 65.1 |
| sky130_fd_sc_hd__nand2b_1 | 20 | 125 |
| sky130_fd_sc_hd__nand2_1 | 63 | 236 |
| sky130_fd_sc_hd__inv_1 | 16 | 60.1 |
| sky130_fd_sc_hd__nor3_1 | 23 | 115 |
| sky130_fd_sc_hd__mux2_2 | 18 | 203 |
## worst min path at each step
stage              from  cells after the start  slack (ps)      end
CTS           indata[5]                      2        1210  img0[5]
finish        indata[5]                      2        1210  img0[5]
global route  indata[5]                      2        1230  img2[5]
## per-layer routing
| metal | up-vias | wire [um] | track usage (%) |
|---|---|---|---|
| met5 | - | 0 | 0 |
| met4 | 0 | 384 | 2.46 |
| met3 | 21 | 2240 | 6.62 |
| met2 | 282 | 11100 | 25.7 |
| met1 | 3124 | 10500 | 24.1 |
| li1 | 3143 | - | - |
## per-stage QoR
stage	utilization (%)	hold slack, ps	power, uW	instance area [um2]
6_report	37.1	1210	3820	11000
5_1_grt	37.1	1230	3950	11000
4_1_cts	37.1	1210	3840	11000
3_5_place_dp	35.1	1670	2370	10400
3_3_place_gp	35.1	1660	2370	10400
2_1_floorplan	-	959	2130	9050
## worst max-delay path, stage by stage
cell	delay, ps
sky130_fd_sc_hd__clkdlybuf4s50_1	530
sky130_fd_sc_hd__or2_2	370
sky130_fd_sc_hd__nor3_2	210
sky130_fd_sc_hd__nand2_1	90
sky130_fd_sc_hd__o2bb2ai_1	140
sky130_fd_sc_hd__a21o_1	200
sky130_fd_sc_hd__a221oi_2	260
sky130_fd_sc_hd__buf_4	150
sky130_fd_sc_hd__clkdlybuf4s50_1	440
## report_power, final
part / switching [uW] / internal (uW) / leakage (uW)
combinational: 346 / 263 / 0.00194
sequential: 2.68 / 1730 / 0.00144
clock: 616 / 860 / 0.000282
No activity file was given, so power comes from the tool's default toggle rates.
